File: flow/constraint.sdc
current_design fifo

set clk_period 6.2
set clk_io_pct 0.2

create_clock -name clk0 -period $clk_period [get_ports {clk}]

set non_clock_inputs [all_inputs -no_clocks]
set_input_delay [expr $clk_period * $clk_io_pct] -clock clk0 $non_clock_inputs
set_output_delay [expr $clk_period * $clk_io_pct] -clock clk0 [all_outputs]
File: flow/run.sh
#!/bin/bash
# OpenROAD 26Q1-2900-gdf79404cd8, Yosys 0.63+post, stock flow scripts
make -C /OpenROAD-flow-scripts/flow DESIGN_CONFIG=/design/flow/config.mk WORK_HOME=/design/flow/orfs finish
File: flow/design.v
module fifo( input clk,rst,we,re,input [7:0] data_in,
          output empty,full,output reg [7:0]data_out ); 
          reg  [3:0] wr_pt=4'b0;
          reg [3:0]  rd_pt=4'b0;
          reg [4:0] fifo_counter;
          reg [7:0] memory[15:0];
          integer i;
          assign empty =(fifo_counter==5'b0)?1'b1:1'b0;
          assign full= (fifo_counter>5'b01111);
          always@(posedge clk)
          begin
          if(rst)
          fifo_counter<=0;
          else if(!full&&we)
          fifo_counter<=fifo_counter+1;
          else if(!empty&&re)
           fifo_counter<=fifo_counter-1;
           else
           fifo_counter<=fifo_counter;
           end
           always@(posedge clk)
           begin
           if(rst)
           begin
           for(i=0;i<16;i=i+1) 
           begin
           memory[i]<=0;
           wr_pt<=0;
           end
           end
           else if((we==1'b1)&&(full==1'b0))
           begin
           memory[wr_pt]<=data_in;
           wr_pt<=wr_pt+1;
           end
           else
           wr_pt<=wr_pt;
           end
           always@(posedge clk)
           begin
           if(rst)
           begin
           rd_pt<=4'b0000;
           data_out<=8'b0;
           end
           else if((re==1'b1)&&(empty==1'b0))
           begin
           data_out<=memory[rd_pt];
           rd_pt<=rd_pt+1;
           end
           else
           rd_pt<=rd_pt;
           end
endmodule
File: flow/config.mk
export PLATFORM = sky130hd
export DESIGN_NAME = fifo
export DESIGN_NICKNAME = fifo
export VERILOG_FILES = /design/flow/design.v
export SDC_FILE = /design/flow/constraint.sdc
export NUM_CORES = 4
export LEC_CHECK = 1
export CORE_UTILIZATION = 50
==> notes.org <==
#+TITLE: Physical design notes

** Status
- The flow ran to the end, and the final reports show no timing, DRC or antenna violations.

** Layout
- Growth of design area from synthesis to finish :: 12.6%
- Per the final layout report, the fraction of cells sized above drive strength 1 comes to 13.8%.
- In the final layout, the fill cell count is 1,035.
- The area taken by sequential standard cells is reported as 4270 sq um.
- Leaving out buffers and inverters, the combinational logic in the layout accounts for 2490 sq um.

** Setup path
- STA classifies the critical path startpoint as an input pin.
- STA lists the maximum fanout along the critical path as 11.
- Peak per-stage delay on the critical path :: 0.60 ns
- STA classifies the critical path endpoint as a register.
- For the worst setup path, the data arrival time is 4.23 ns.
- The slowest stage of the critical path belongs to the cell sky130_fd_sc_hd__nor2b_1.
- Crit-path cells :: clkdlybuf4s50_1 > nor2b_1 > inv_1 > fa_1 > a21o_1 > a21o_1 > or4_2 > a31oi_1
- By instance count, the cell type seen most on the critical path is sky130_fd_sc_hd__a21o_1.
- The critical path in this run is classified as in2reg.
- At the worst endpoint, the required time is 6.54 ns.

** Clocking
- Clock Sinks :: 149
- Root cell of the clock tree :: sky130_fd_sc_hd__clkbuf_16
- TritonCTS built the clock tree.
- After clock tree synthesis, the repair step resized 0 gates.
- Clock-pin slew reported for the worst setup and hold paths after clock tree synthesis :: 0.06 ns
- The skew report gives the latency at the later pin of the worst-skew pair as 0.42 ns.
- Buffers from clock root to sink, at most :: 2
- Number of buffers inserted to repair setup after CTS :: 0
- Clock buffer count from CTS :: 17
- The clock H-tree reported by CTS has 4 levels.
- Buffers inserted to repair hold after CTS numbered 0.

** Global routing
- Entering global routing, the biggest net connects 51 pins.
- In the global route stage, overall resource usage came out at 23.1%.
- After global routing the overflow that remains totals 0.
- The number of global-route vias before repair came to 3,985.
- The first global-routing pass estimated 22,300 um of wire.
- The number of antenna violations at the first check in global routing came to 0.

** Drt
- The routed design ends up with an antenna cell count of 0.
- The first detailed-routing pass took 4 iterations.
- DRC Markers :: 0
- Summed over all layers, the routed wires come to 14,100 um.
- Wire length per cell :: 19.7 um
- After detailed routing, the number of vias per cell comes to 5.45.
- Remaining antenna violation count :: 0
- Summing over every cut layer, the via total after detailed routing is 3,891.
- Per the log, the first TritonRoute iteration ended with a DRC count of 254.

** Synth
- Per the Yosys statistics, synthesis produced 511 cells.
- In this run the mean area of a mapped cell was 13.6 sq um.
- Per the synth log, the flip-flop and latch total comes to 149.
- After synthesis, the chip area reported by Yosys is 6940 sq um.
- Counting flops with an async set or reset pin after synthesis yields a share of 0%.
- Among all flip-flop cells after synthesis, the most frequent one is sky130_fd_sc_hd__edfxtp_1.
- Post-synthesis cell count :: 511
- Sequential elements use 61.5% of the synthesized area.
- Cell Area, Synth :: 6940 sq um
- For this run, the number of Yosys warnings is 1.
- Post-synthesis cell type count :: 49
- In this run, synthesis inferred 128 flip-flops with an integrated enable.

** Power
- Largest vdd supply drop :: 177 uV
- Net Sw Power :: 720 uW
- The report lists the power per cell area as 353 nW/um^2.
- The share of total power dissipated in the clock network is 36.7%.
- Int Power :: 2.04 mW
- The share of total power dissipated in combinational logic is 19.0%.
- Static power due to leakage :: 2.77 nW
- Net switching is 26.1% of the power.
- Reg power frac :: 44.3%

** Timing
- The final layout reports a setup TNS of 0 ns.
- The final max-slew violation count recorded for this run is 0.
- The pin closest to its max-slew limit shows a slew of 0.841 ns.
- Worst max-slew margin expressed relative to the limit :: 43.9%
- Worst Clk Skew :: 0.0121 ns
- The flow reports an fmax of 257 MHz.
- Setup repair after global routing left no endpoint under its margin.
- Minimum setup slack in the final design :: 2.31 ns
- Setup-failing EPs final :: 0
- Of the available clock period, the critical path in the final layout requires 62.7%.
- Final Hold Fails :: 0
- Fin crit period :: 3.89 ns

** Place
- The pre-CTS setup check shows a worst slack of 1.91 ns.
- Sum of net half-perimeters after detailed placement :: 9370 um
- Final estimated routing congestion in global placement :: 0.894
- Buffers on Ports :: 21

** Die
- In this run the standard cell core region covers 13,400 sq um.
- The chip occupies 14,300 sq um.
- In this run the horizontal extent of the chip is 120 um.
- Row generation in the floorplan step produced 42 rows.
- For this configuration, the core starts out at a cell density of 51.8%.
- Vertical extent of the die :: 120 um
- Boundary Pins :: 22

** Run
- Max capacitance violation total :: 0
- OpenROAD warning count :: 28

** Min path
- Min-delay worst type :: reg2reg
-- Yosys cell counts, types with 8 or more instances --
master / n / share of area [%]
sky130_fd_sc_hd__mux4_2: 13 / 4.2
sky130_fd_sc_hd__and2_1: 128 / 12
sky130_fd_sc_hd__nor2_1: 34 / 1.8
sky130_fd_sc_hd__dfxtp_1: 21 / 6.1
sky130_fd_sc_hd__a22oi_1: 8 / 0.87
sky130_fd_sc_hd__nand2_1: 11 / 0.60
sky130_fd_sc_hd__or2_2: 16 / 1.4
sky130_fd_sc_hd__o22ai_1: 15 / 1.4
sky130_fd_sc_hd__ha_1: 8 / 1.4
sky130_fd_sc_hd__edfxtp_1: 128 / 55
sky130_fd_sc_hd__mux2i_1: 32 / 4.6
sky130_fd_sc_hd__clkbuf_1: 13 / 0.70
-- worst max-delay path: cells and delay by family --
kind | cells | cell delay, ns
buffers and inverters | 2 | 0.84
and+or+nand+nor | 2 | 1.13
AOI/OAI and AO/OA | 3 | 0.52
adders and majority gates | 1 | 0.48
-- layout by cell type (no fill, tap or decap), drive strengths merged, types with 3 or more instances in the layout --
cell,Yosys,layout
and2,128,128
inv,3,4
a211oi,8,8
or2,16,16
bufinv,0,3
a21oi,6,6
o22ai,16,16
ha,8,8
a21o,4,4
edfxtp,128,128
nor2,34,34
clkinvlp,0,3
xor2,6,6
clkinv,0,8
nor3,10,10
mux2i,32,32
mux4,16,16
nor2b,3,3
buf,9,3
o21ai,3,3
clkbuf,18,17
nand2,11,11
nand3,3,3
a22oi,8,8
clkdlybuf4s50,0,21
dfxtp,21,21
-- final cells by class --
class / count / share of cell area [%]
clock buffers: 17 / 5.45
clock inverters: 15 / 2.08
inverters: 3 / 0.144
multi-input cells: 330 / 31.9
flip-flops and latches: 149 / 54.6
well taps: 176 / 2.82
repair buffers: 24 / 2.98
-- metrics by stage --
stage	cells	instance area, sq um	hold WS, ns	util, %	power, mW
after floorplan	511	6940	0.463	-	1.61
after global placement	682	7220	0.510	53.9	1.76
after detailed placement	682	7220	0.501	53.9	1.77
after CTS	714	7810	0.509	58.3	2.78
after global routing	714	7810	0.539	58.3	2.89
final	714	7810	0.514	58.3	2.76
-- path summary, 6_finish.rpt --
check,from,cells after the start,slack [ns],endpoint
setup / recovery,we,8,2.31,fifo_counter[4]$_SDFFE_PP0P_
hold / removal,data_out[3]$_SDFFE_PP0P_,2,0.51,data_out[3]$_SDFFE_PP0P_
setup reg to reg,fifo_counter[4]$_SDFFE_PP0P_,7,3.20,fifo_counter[4]$_SDFFE_PP0P_
hold reg to reg,data_out[3]$_SDFFE_PP0P_,2,0.51,data_out[3]$_SDFFE_PP0P_
-- power by group through the flow --
| stage | clock network (mW) | logic (mW) | registers (mW) |
|---|---|---|---|
| global route | 1.07 | 0.586 | 1.23 |
| finish | 1.01 | 0.524 | 1.22 |
| CTS | 1.03 | 0.531 | 1.22 |
-- sequential cells by signal (all words and copies together), names as in the netlist --
register      cells
data_out          8
memory          128
fifo_counter      5
rd_pt             4
wr_pt             4
-- routing by layer --
layer  GRT usage [%]  part of all wire (%)  up-vias
met1            37.5                    44     1846
li1                -                     -     1892
met2            31.7                    43      138
met4            3.52                   1.3        0
met5               0                     0        -
met3            11.6                    11       15
-- logic make-up after synthesis --
logic type / synth area share (%)
multiplexers: 9.97
AND/OR/NAND/NOR: 18.0
AND-OR/OR-AND: 5.27
adder cells (fa/ha/maj): 1.73
XOR/XNOR: 1.01
buffers and inverters: 2.58
flip-flops: 61.5
Power and IR drop assume default switching activity.
