$ cat design/flow/constraint.sdc
current_design ripplecarry

set clk_period 2.3
set clk_io_pct 0.2

create_clock -name clk0 -period $clk_period

set non_clock_inputs [all_inputs -no_clocks]
set_input_delay [expr $clk_period * $clk_io_pct] -clock clk0 $non_clock_inputs
set_output_delay [expr $clk_period * $clk_io_pct] -clock clk0 [all_outputs]
$ cat design/flow/run.sh
#!/bin/bash
# OpenROAD 26Q1-2900-gdf79404cd8, Yosys 0.63+post, stock flow scripts
make -C /OpenROAD-flow-scripts/flow DESIGN_CONFIG=/design/flow/config.mk WORK_HOME=/design/flow/orfs finish
$ cat design/flow/design.v
module fulladder(a,b,cin,sum,carry);
input a,b,cin;
output sum,carry;
assign sum=a^b^cin;
assign carry=a&b|b&cin|cin&a;
endmodule
module ripplecarry(input a0,a1,a2,a3,b0,b1,b2,b3,cin,
output sum0,sum1,sum2,sum3,carry);
wire c0,c1,c2;
fulladder f1(.a(a0),.b(b0),.cin(cin),.sum(sum0),.carry(c0));
fulladder f2(.a(a1),.b(b1),.cin(c0),.sum(sum1),.carry(c1));
fulladder f3(.a(a2),.b(b2),.cin(c1),.sum(sum2),.carry(c2));
fulladder f4(.a(a3),.b(b3),.cin(c2),.sum(sum3),.carry(carry));
endmodule
$ cat design/flow/config.mk
export PLATFORM = sky130hd
export DESIGN_NAME = ripplecarry
export DESIGN_NICKNAME = ripplecarry
export VERILOG_FILES = /design/flow/design.v
export SDC_FILE = /design/flow/constraint.sdc
export NUM_CORES = 4
export LEC_CHECK = 1
export CORE_AREA = 10 10 70 70
export DIE_AREA = 0 0 80 80
==> qor_table.md <==
| Item | Value |
|:---|:---|
| Area of the synthesized netlist per yosys stat | 118 sq um |
| Number of instances in the synthesized netlist | 14 |
| Area enclosed by the die boundary | 6400 sq um |
| Fraction of post-synthesis cell area in the top cell type by area | 0.681 |
| Most frequent cell after synthesis | sky130_fd_sc_hd__inv_1 |
| Required time of the worst setup path | 1.84 ns |
| Type of element capturing the critical path | output port |
| Maximum vdd ir drop | 0.0149 mV |
| Detail-routed via count per cell | 1.70 |
| Initial antenna violation count | 0 |
| Worst hold path stage count | 3 |
| Cell type with the largest total area | sky130_fd_sc_hd__fa_1 |
| Avg WL per Cell | 6.16 um |
| Share of synthesized area occupied by flip-flops and latches | 0 |
| Tool warnings | 35 |
| Count of hold-fix buffers inserted at cts | 0 |
| # clk buffers | 0 |
| Storage cell area | 0 sq um |
| Relative slew slack | 0.922 |
| Total Routed Length | 456 um |
| Number of I/O port buffers | 14 |
| Leakage power | 0.141 nW |
| Final Wtd Congestion | 0.785 |
| List of most frequent post-synthesis cells | sky130_fd_sc_hd__inv_1 (10), sky130_fd_sc_hd__fa_1 (4) |
| Mean area per synthesized cell | 8.40 sq um |
| Worst slack after detailed placement | -1.01 ns |
| Ratio of cells with drive above 1 in the final layout | 0.500 |
| Core area | 3420 sq um |
| Total gr overflow | 0 |
| Setup repair after global routing missed its margin | true |
| Initial DRT Pass Iterations | 1 |
| First-pass GRT wire length | 724 um |
| Final number of hold-violating endpoints | 0 |
| Antenna Diode Count | 0 |
| IO Pins | 14 |
| Via count of the first global-routing pass | 147 |
| Result of the run | finished, violations left |
| Overall Global Routing Usage | 0.0142 |
| Fmax | 393 MHz |
| Area of placed instances | 320 sq um |
| Initial DRC Count | 0 |
| Floorplan die height | 80 um |
| Final tally of max-slew violations | 0 |
| Final worst-path cycle share | 1.11 |
| Unique masters post-synth | 2 |
| Minimum clock period after layout | 2.55 ns |
| Hold WC Path Type | in2out |
| Post-synth design cell area | 118 sq um |
| Post-route cell area | 319 sq um |
| Power per standard cell area | 171 nW/um^2 |
| Number of cells in the yosys synthesis report | 14 |
| Transition at the pin with the smallest max-transition slack | 0.116 ns |
| Critical path fanouts, max | 1 |
| Initial Util | 0.0344 |
| Drt drc | 0 |
| Crit Path Category | in2out |
| Die Span X | 80 um |
| Startpoint type of the worst setup path | input pin |
| Detail Route Antenna Nets | 0 |
| Synthesis warning total | 0 |
| Total of fill cells in the finished design | 407 |
| Arrival time of the worst setup path | 2.09 ns |
| Max_cap viols | 0 |
| Standard-cell row count | 21 |
| Slack of the critical path | -0.247 ns |
| Maximum number of pins on one net before global-route repair | 2 |
| Violations in the final reports | setup timing |
| Layout area overhead | 171% |
| Total number of sequential cells | 0 |
| Total via count after detailed routing | 126 |
| Top cells, area | sky130_fd_sc_hd__fa_1 (68%), sky130_fd_sc_hd__inv_1 (32%) |
| # setup viols final | 2 |
| Total negative setup slack | -0.411 ns |
layout by cell type, fill, tap and decap left out:
cell,count
sky130_fd_sc_hd__buf_2,2
sky130_fd_sc_hd__buf_6,3
sky130_fd_sc_hd__clkdlybuf4s15_2,1
sky130_fd_sc_hd__clkdlybuf4s50_1,5
sky130_fd_sc_hd__dlygate4sd2_1,3
sky130_fd_sc_hd__fa_1,1
sky130_fd_sc_hd__fa_2,3
sky130_fd_sc_hd__inv_1,5
sky130_fd_sc_hd__inv_2,3
sky130_fd_sc_hd__inv_4,2
routing by layer:
layer,wire [um],global-route usage,up-vias,share of wire
li1,-,-,60,-
met5,0,0,-,0
met3,93,0.0114,0,0.20
met2,166,0.0225,10,0.36
met4,0,0,0,0
met1,195,0.0154,56,0.43
worst paths after layout:
| check | startpoint | endpoint | slack, ns |
|---|---|---|---|
| min | b1 | sum1 | 1.53 |
| max | b0 | sum3 | -0.25 |
what timing repair did:
item,in CTS,in global routing
gates resized,31,2
setup endpoints to repair,5,3
pin swaps,4,4
setup buffers,0,0
final cells by class:
type | count | area [sq um] | area share
tap | 46 | 57.6 | 0.180
timing repair buffer | 14 | 131 | 0.412
inverter | 10 | 42.5 | 0.133
multi-input combinational | 4 | 87.6 | 0.275
power by group:
group          leakage [nW]  internal [W]  switching [W]  total [W]
Clock                     0             0              0          0
Combinational         0.141     0.0000361      0.0000185  0.0000546
Sequential                0             0              0          0
stage by stage:
| step | power (W) | hold slack [ns] | std cells | util |
|---|---|---|---|---|
| floorplan | 0.0000125 | 1.07 | 14 | - |
| global placement | 0.0000645 | 1.98 | 74 | 0.0938 |
| detailed placement | 0.0000646 | 1.99 | 74 | 0.0938 |
| CTS | 0.0000559 | 1.52 | 74 | 0.0908 |
| global route | 0.0000662 | 1.59 | 74 | 0.0934 |
| finish | 0.0000546 | 1.53 | 74 | 0.0934 |
worst max-delay path: stages:
cell                    delay, ns
sky130_fd_sc_hd__buf_6       0.10
sky130_fd_sc_hd__inv_4       0.04
sky130_fd_sc_hd__fa_2        0.19
sky130_fd_sc_hd__inv_2       0.04
sky130_fd_sc_hd__fa_2        0.33
sky130_fd_sc_hd__fa_2        0.34
sky130_fd_sc_hd__inv_2       0.06
sky130_fd_sc_hd__fa_1        0.40
sky130_fd_sc_hd__inv_1       0.06
sky130_fd_sc_hd__buf_2       0.08
cell families (layout without fill, tap and decap cells):
group      count (synthesis)  in the layout  synth area share
buf+inv                   10             24             0.319
fa+ha+maj                  4              4             0.681
No activity file was given, so power comes from the tool's default toggle rates.
