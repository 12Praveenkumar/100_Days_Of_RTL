**flow/config.mk**
```make
export PLATFORM = sky130hd
export DESIGN_NAME = alu
export DESIGN_NICKNAME = alu
export VERILOG_FILES = /design/flow/design.v
export SDC_FILE = /design/flow/constraint.sdc
export NUM_CORES = 4
export LEC_CHECK = 1
export CORE_UTILIZATION = 30
```
**flow/constraint.sdc**
```tcl
current_design alu

set clk_period 31.8
set clk_io_pct 0.2

create_clock -name clk0 -period $clk_period

set non_clock_inputs [all_inputs -no_clocks]
set_input_delay [expr $clk_period * $clk_io_pct] -clock clk0 $non_clock_inputs
set_output_delay [expr $clk_period * $clk_io_pct] -clock clk0 [all_outputs]
```
**flow/design.v**
```verilog
module alu(
    input [7:0] a, b,
    input enable,
    input [3:0] command,
    output [15:0] y
);
reg [15:0] out;
parameter ADD = 4'b0000,
    INC = 4'b0001,
    SUB = 4'b0010,
    DEC = 4'b0011,
    MUL = 4'b0100,
    DIV = 4'b0101,
    SHL = 4'b0110,
    SHR = 4'b0111,
    INV = 4'b1000,
    AND = 4'b1001,
    OR = 4'b1010,
    NAND = 4'b1011,
    NOR = 4'b1100,
    XOR = 4'b1101,
    XNOR = 4'b1110,
    BUF = 4'b1111;
assign y = (enable) ? out : 16'bz;
always @(a, b, command, enable) begin
    case (command)
        ADD: out = a + b;
        INC: out = a + 1;
        SUB: out = a - b;
        DEC: out = a - 1;
        MUL: out = a * b; 
        DIV: out = a / b; 
        SHL: out = a << b;
        SHR: out = a >> b;
        INV: out = ~a;
        AND: out = a & b;
        OR: out = a | b;
        NAND: out = ~(a & b);
        NOR: out = ~(a | b);
        XOR: out = a ^ b;
        XNOR: out = ~(a ^ b);
        BUF: out = a;
    endcase
end
endmodule
```
**flow/run.sh**
```bash
#!/bin/bash
# OpenROAD 26Q1-2900-gdf79404cd8, Yosys 0.63+post, stock flow scripts
make -C /OpenROAD-flow-scripts/flow DESIGN_CONFIG=/design/flow/config.mk WORK_HOME=/design/flow/orfs finish
```
==> Slide: Implementation Results <==
Synthesis and Place & Route Summary

Global route
  – Global Route Usage Sum: 21.6%
  – Initial antenna violation count: 0
  – First-pass GRT wire length: 59,700 µm
  – Overall overflow remaining after global route: 0
  – Via count of the first global-routing pass: 11,800
  – Pin count of the biggest net entering global routing: 49

Floorplan
  – Pre-Place Util: 30.4%
  – Die x size: 186 µm
  – Num rows: 67
  – Core Region: 33,400 µm²
  – Die Outline Area: 34,700 µm²
  – Vertical die dimension: 186 µm
  – Number of top-level design ports: 37

Setup path
  – Kind of critical path: input pin to output port
  – Data arrival time of the critical path: 30,530 ps
  – Maximum fanout encountered on the critical timing path: 7
  – Most used cell along the critical path: sky130_fd_sc_hd__o21a_1
  – Delay of the slowest critical-path stage: 540 ps
  – Start point of the critical path: b[6]
  – Cell with the biggest individual delay on the critical path: sky130_fd_sc_hd__or4_4
  – Critical Path Source Type: input pin
  – Required time of the critical path: 25,440 ps
  – Last element of the critical path: y[0]
  – CP Capture Type: output port

Layout
  – Area growth from synthesis to layout: 53.4%
  – Clkbuf count: 0
  – Fraction of final layout cells with drive strength greater than 1: 36.4%
  – Seq_cells: 0
  – Area used by sequential logic in the layout: 0 µm²
  – Final-layout fill cell count: 3,019
  – Design Area, Final: 15,600 µm²

Final timing
  – Max transition margin: 44.2%
  – Min Clock Period, post-route: 36,890 ps
  – Slew Viols, Final: 0
  – Finish-stage setup viols: 3
  – Sum of negative setup slack: -10,260 ps
  – Unrepaired setup endpoints after global routing: yes
  – Final worst-path cycle share: 116%
  – Peak Freq: 27.1 MHz
  – Tightest Pin Transition: 830 ps
  – Final hold viol count: 0
  – Final worst-path setup slack: -5090 ps

Synth
  – Yosys stat area: 10,200 µm²
  – Yosys top cell by area: sky130_fd_sc_hd__ha_1
  – Number of cell instances after yosys synthesis: 1,432
  – Sequential-to-total area share from yosys stat: 0%
  – Cells after synthesis: 1,432
  – Post-synthesis average cell area: 7.11 µm²
  – Leading cell types by total area after synthesis: sky130_fd_sc_hd__ha_1 (21%), sky130_fd_sc_hd__fa_1 (7.5%), sky130_fd_sc_hd__nor2_1 (5.6%), sky130_fd_sc_hd__a21oi_1 (5.4%), sky130_fd_sc_hd__nand2_1 (5.2%)
  – Fraction of synthesized cell area taken by the top area cell type: 21.3%
  – Total standard cell area after synthesis: 10,200 µm²
  – Count of unique library cells instantiated by Yosys: 96
  – Number of warnings reported in the yosys synthesis log: 2

Route
  – DR pass1 iterations: 6
  – Vias: 12,500
  – Inserted Diodes: 0
  – Post-route DRC violation count: 0
  – Final wirelength: 37,300 µm
  – Routed WL per cell: 15.7 µm
  – Remaining antenna violation count after routing: 0
  – DRT iter0 DRCs: 739
  – Via-per-instance ratio: 5.28

Outcome
  – Violated checks: negative setup slack
  – Run status: finished with violations

Placed design
  – Area after DPL: 13,900 µm²
  – Final weighted congestion in routability-driven placement: 0.966
  – DPL Wire Length: 27,600 µm
  – Count of input and output buffers: 36

Job
  – Count of max-cap constraint violations: 0
  – Number of warnings the tools reported: 57

Power and ir drop
  – Total power after layout: 2.27 mW
  – Worst IR drop on VDD: 0.270 mV
  – Pwr per Cell Area: 145 nW/µm²
  – Leakage component of the power: 7.44 nW

Min path
  – Class of the tightest hold or removal check: input pin to output port

Clock network
  – Number of hold-repair buffers added at the cts stage: 0
per-layer routing:
metal  vias up  track usage (%)  part of all wire [%]
li1       6246                -                     -
met1      5840             31.4                    48
met2       375             35.5                    45
met3        54             2.34                   5.8
met4         0             2.79                   1.6
met5         -            0.714                     0
through the flow:
stage	setup WS [ps]	std cells	util, %	hold slack [ps]
3_3_place_gp	-6160	2210	41.5	13940
4_1_cts	-4570	2334	45.0	13630
2_1_floorplan	-6610	1439	-	12960
6_report	-5090	2371	46.7	13620
3_5_place_dp	-6500	2210	41.5	13950
5_1_grt	-6250	2371	46.7	13690
worst min path at each step:
| stage | slack, ps | start | cells past startpoint | endpoint |
|---|---|---|---|---|
| CTS | 13630 | b[1] | 6 | y[1] |
| global route | 13690 | b[1] | 6 | y[1] |
| finish | 13620 | b[1] | 6 | y[1] |
worst max-delay path: cells and delay by family:
family | cells | cell delay [ps]
AND-OR/OR-AND | 57 | 10220
adder cells (fa/ha/maj) | 14 | 3540
buffers and inverters | 17 | 2100
multiplexers | 9 | 2630
AND/OR/NAND/NOR | 33 | 5640
what timing repair did:
item | CTS | global route
resized | 97 | 55
pin swaps | 96 | 26
setup buffers | 124 | 37
setup endpoints to repair | 4 | 4
report_power, final:
group | total, mW | switching [mW] | internal, mW
combinational | 2.27 | 0.969 | 1.30
sequential | 0 | 0 | 0
clock | 0 | 0 | 0
total | 2.27 | 0.969 | 1.30
cells in the mapped netlist, types with 8 or more instances:
library cell and number:
sky130_fd_sc_hd__nand3_1 24, sky130_fd_sc_hd__nor2b_1 14, sky130_fd_sc_hd__o21a_1 45, sky130_fd_sc_hd__nor2_1 152, sky130_fd_sc_hd__or2_2 14, sky130_fd_sc_hd__fa_1 38
sky130_fd_sc_hd__o221ai_1 8, sky130_fd_sc_hd__and2_1 11, sky130_fd_sc_hd__mux2_2 25, sky130_fd_sc_hd__o21ai_0 63, sky130_fd_sc_hd__a21oi_1 110, sky130_fd_sc_hd__clkbuf_1 44
sky130_fd_sc_hd__buf_1 8, sky130_fd_sc_hd__o31a_1 9, sky130_fd_sc_hd__o21bai_1 8, sky130_fd_sc_hd__xor2_1 24, sky130_fd_sc_hd__a21o_1 29, sky130_fd_sc_hd__mux2i_1 16
sky130_fd_sc_hd__nand2b_1 17, sky130_fd_sc_hd__o22ai_1 17, sky130_fd_sc_hd__nor3_1 71, sky130_fd_sc_hd__nand2_1 141, sky130_fd_sc_hd__or3_1 11, sky130_fd_sc_hd__xnor2_1 39
sky130_fd_sc_hd__o31ai_1 25, sky130_fd_sc_hd__o211ai_1 18, sky130_fd_sc_hd__a211oi_1 15, sky130_fd_sc_hd__inv_1 96, sky130_fd_sc_hd__ha_1 173
cell families (layout without fill, tap and decap cells):
group / Yosys count / after routing / share of synthesized area, %
AOI/OAI and AO/OA: 444 / 444 / 30.3
xor gates and xnor gates: 63 / 63 / 5.42
adders and majority gates: 211 / 211 / 28.7
buffers and inverters: 161 / 645 / 6.25
muxes: 47 / 47 / 5.51
other: 1 / 8 / 0.0369
and+or+nand+nor: 505 / 505 / 23.8
cell type report:
class                           instances  area, µm²  share of cell area [%]
Inverter                              101        382                    2.45
Timing Repair Buffer                  544       4220                    27.1
Tap cell                              448        561                    3.59
Multi-Input combinational cell       1278      10400                    66.9
cells in the final DEF (no fill, tap or decap), types with 9 or more instances in the layout:
master                              n
sky130_fd_sc_hd__a211oi_1          12
sky130_fd_sc_hd__a21o_1            29
sky130_fd_sc_hd__a21oi_1           93
sky130_fd_sc_hd__a21oi_2           15
sky130_fd_sc_hd__and2_1             9
sky130_fd_sc_hd__buf_4            489
sky130_fd_sc_hd__buf_6             18
sky130_fd_sc_hd__clkdlybuf4s50_1   25
sky130_fd_sc_hd__fa_1              38
sky130_fd_sc_hd__ha_1             157
sky130_fd_sc_hd__ha_4              14
sky130_fd_sc_hd__inv_1             95
sky130_fd_sc_hd__mux2_2            17
sky130_fd_sc_hd__mux2_4             9
sky130_fd_sc_hd__mux2i_1           12
sky130_fd_sc_hd__nand2_1          139
sky130_fd_sc_hd__nand2b_1          15
sky130_fd_sc_hd__nand3_1           22
sky130_fd_sc_hd__nor2_1           139
sky130_fd_sc_hd__nor2b_1           14
sky130_fd_sc_hd__nor3_1            64
sky130_fd_sc_hd__o211ai_1          18
sky130_fd_sc_hd__o21a_1            44
sky130_fd_sc_hd__o21ai_0           51
sky130_fd_sc_hd__o21ai_1           10
sky130_fd_sc_hd__o22ai_1           16
sky130_fd_sc_hd__o31a_1             9
sky130_fd_sc_hd__o31ai_1           19
sky130_fd_sc_hd__or2_2              9
sky130_fd_sc_hd__xnor2_1           39
sky130_fd_sc_hd__xor2_1            24
No activity file was given, so power comes from the tool's default toggle rates.
